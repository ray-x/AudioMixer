### flow/design.v
module channel_rx(
					clk,
					nRst,		 
					bck,				 
					data_out,			 
					data_bit_rx			 
				);
input	clk;
input	nRst;
input	bck;
output	[15:0]	data_out;
input	data_bit_rx;
reg		bck_reg;
reg		[15:0]	data_reg;
always@(posedge clk or negedge nRst)
begin
	if(!nRst)
		bck_reg <= 1'b0;
	else
		bck_reg <= bck;
end
assign	data_out = data_reg[15:0];
always@(posedge clk or negedge nRst)
begin
	if(!nRst)
		data_reg <= 16'h0000;		
	else if((bck_reg == 1'b0) && (bck == 1'b1))		 
		data_reg <= {data_reg[14:0],data_bit_rx};		
end
endmodule
### flow/run.sh
#!/bin/bash
# OpenROAD 26Q1-2900-gdf79404cd8, Yosys 0.63+post, stock flow scripts
make -C /OpenROAD-flow-scripts/flow DESIGN_CONFIG=/design/flow/config.mk WORK_HOME=/design/flow/orfs finish
### flow/config.mk
export PLATFORM = sky130hd
export DESIGN_NAME = channel_rx
export DESIGN_NICKNAME = channel_rx
export VERILOG_FILES = /design/flow/design.v
export SDC_FILE = /design/flow/constraint.sdc
export NUM_CORES = 4
export LEC_CHECK = 1
export CORE_AREA = 10 10 78 78
export DIE_AREA = 0 0 88 88
### flow/constraint.sdc
current_design channel_rx

set clk_period 2.5
set clk_io_pct 0.2

create_clock -name clk0 -period $clk_period [get_ports {clk}]

set non_clock_inputs [all_inputs -no_clocks]
set_input_delay [expr $clk_period * $clk_io_pct] -clock clk0 $non_clock_inputs
set_output_delay [expr $clk_period * $clk_io_pct] -clock clk0 [all_outputs]
==> metrics.cfg <==
[global_routing]
met3_usage=0.0262
grt_pass1_wl_mm=2.18
grt_max_degree=18
met1_usage=0.0484
grt_pass1_vias=388
gr-total-overflow=0
grt_antenna_before_repair=0
grt.total_usage=0.0364
grt.busiest_layer=met2
grt_util_met2=0.0489

[critical_path]
crit_family=buffers and inverters
startpoint=bck
end_kind=flip-flop
arrival_ns=1.76
path_cells=clkdlybuf4s50_1 > nor2b_4 > buf_4 > mux2_2
cp_slowest_stage_delay_ns=0.48
crit_fanout=16
crit_buf_inv=2
critPathKind=input pin to flip-flop
worstPathRequired_ns=2.64
slowest_stage=clkdlybuf4s50_1
critPathLaunchType=input pin
r2r_start=bck_reg

[sta]
grt_setup_unrepaired=false
finalCritPeriodShare=0.649
drv_slew=0
finalClockSkew_ns=0.00244
whs_ns=0.519
worst_slew_margin_rel=0.490
fin_setup_tns_ns=0
hold_viol_final=0
max_freq_mhz=616
period_minus_slack_ns=1.62
worst_slew_pin_slew_ns=0.762
finalSetupViolCount=0

[cells_and_area]
drive_gt1_frac=0.379
final.fill_count=456
syn_to_final_growth_pct=40.4
largest_reg_flops=16

[logic_synthesis]
synthCells=36
synth.area.mux_share=0.316
synth_cell_types=6
yosys_area_um2=688
ys_seq_frac=0.618
yosysWarnings=1
ys_sh_xor=0
aoi_share=0
simple_gate_share=0.0200
adder_share=0
synth.avg_cell_area_um2=19.1
ys_cells=36
ys.flops=17
synth_area_um2=688
topCombFamilyByArea=multiplexers

[power_and_ir_drop]
peakVddDrop_uv=273
total_power_uw=1030
p_leak_uw=0.000422
power_density_nw_per_um2=1070

[routing]
firstDrtPassIters=2
wire_per_inst_um=12.0
num_vias=344
route.detailed.drc=0
ant_nets=0
routed_wl_mm=1.32
drt_iter0_markers=25
viasPerCell=3.13
diodes=0

[floorplanning]
die-area_um2=7740
fp.dieW_um=88
die_h_um=88
initial_core_util=0.156
core_area_um2=4410
num_rows=24
ios=20

[placed_design]
gp_congestion=0.699
io_buffers=19
hpwl_mm=1.01

[clock_tree]
cts.sink_count=17
cts_resized=0
clk_latency_ns=0.25
cts.clk_slew.worst_paths_ns=0.07
cts_buffers=3
cts_hold_buf=0
cts_buffer_depth=2
tritoncts=done
root_buffer=clkbuf_8
cts_max_level=1
cts_setup_buffers=0

[job]
cap_violations=0
warning_count=25

[min_path]
hold_path_class=flip-flop to flip-flop
holdCritStartpoint=data_reg[15]

[status]
status=finished clean

[layer usage]
| metal | wire length (um) | vias up |
|---|---|---|
| met5 | 0 | - |
| met3 | 175 | 2 |
| met1 | 582 | 162 |
| met4 | 13 | 0 |
| met2 | 548 | 12 |
| li1 | - | 168 |
[Yosys cell counts]
master,n,share of area
mux2_4,10,0.22
mux2_2,6,0.098
buf_12,1,0.029
dfrtp_1,17,0.62
nor2b_4,1,0.020
buf_6,1,0.016
[layout make-up]
type                    count  area, um2  share of cell area
well taps                  52       65.1              0.0674
flip-flops and latches     17        425               0.440
clock inverters             1       5.00             0.00518
clock buffers               3       41.3              0.0427
multi-input cells          17        231               0.240
repair buffers             20        198               0.205
[worst register-to-register path, delay by kind of cell, from the launching register on]
family	cells	cell delay, ns
flops	1	0.39
mux	1	0.38
simple gates	1	0.10
buf+inv	1	0.27
[power breakdown]
group | switching (uW) | internal, uW
registers | 82.2 | 385
clock network | 94.7 | 110
logic | 55.1 | 303
total | 232 | 799
[through the flow]
stage | cell area (um2) | utilization | worst slack (ns) | instances
after floorplan | 688 | - | 1.21 | 36
after global placement | 920 | 0.208 | 0.637 | 106
after detailed placement | 920 | 0.208 | 0.618 | 106
after CTS | 966 | 0.219 | 0.861 | 110
after global routing | 966 | 0.219 | 0.826 | 110
final | 966 | 0.219 | 0.877 | 110
[worst paths after layout]
path | slack, ns | cells past startpoint | to
max in group asynchronous | 1.33 | 1 | data_reg[0]
max | 0.88 | 4 | data_reg[12]
min | 0.52 | 1 | data_reg[15]
min reg2reg | 0.52 | 1 | data_reg[15]
max reg2reg | 1.25 | 3 | data_reg[12]
min in group asynchronous | 0.70 | 1 | data_reg[9]
[cell families after synthesis]
family	count (synthesis)
buffers and inverters	2
multiplexers	16
AND/OR/NAND/NOR	1
flip-flops	17
[placed cells by master, fill, tap and decap left out, drive strengths merged]
master / count
buf: 1
clkbuf: 3
clkdlybuf4s50: 19
clkinv: 1
dfrtp: 17
mux2: 16
nor2b: 1
