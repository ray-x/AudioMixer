==> design/flow/design.v <==
module channel_tx(
			clk,
			nRst,			
			ws,
			bck,
			data_in,
			data_bit_tx
		);
input	clk;
input	nRst;		
input	ws;
input	bck;
input	[15:0] data_in;
output	data_bit_tx;
reg		[3:0] bck_reg;
reg		ws_reg;
reg		[16:0] data_reg;
always@(posedge clk or negedge nRst)
begin
	if(!nRst)
		bck_reg <= 4'b0000;
	else
		bck_reg <= {bck_reg[2:0],bck};
end
always@(posedge clk or negedge nRst)
begin
	if(!nRst)
		ws_reg <= 1'b0;
	else
		ws_reg <= ws;
end
always@(posedge clk or negedge nRst)
begin
	if(!nRst)
		data_reg <= 17'h0000000;
	else if({ws_reg,ws} == 2'b01 || {ws_reg,ws} == 2'b10)
		data_reg <= {1'b0,data_in};						 
	else if(bck_reg == 4'b1000)						 
		data_reg <= {data_reg[15:0],1'b0};			 
end
assign	data_bit_tx = data_reg[16];
endmodule 
==> design/flow/run.sh <==
#!/bin/bash
# OpenROAD 26Q1-2900-gdf79404cd8, Yosys 0.63+post, stock flow scripts
make -C /OpenROAD-flow-scripts/flow DESIGN_CONFIG=/design/flow/config.mk WORK_HOME=/design/flow/orfs finish
==> design/flow/config.mk <==
export PLATFORM = sky130hd
export DESIGN_NAME = channel_tx
export DESIGN_NICKNAME = channel_tx
export VERILOG_FILES = /design/flow/design.v
export SDC_FILE = /design/flow/constraint.sdc
export NUM_CORES = 4
export LEC_CHECK = 1
export CORE_AREA = 10 10 92 92
export DIE_AREA = 0 0 102 102
==> design/flow/constraint.sdc <==
current_design channel_tx

set clk_period 4.3
set clk_io_pct 0.2

create_clock -name clk0 -period $clk_period [get_ports {clk}]

set non_clock_inputs [all_inputs -no_clocks]
set_input_delay [expr $clk_period * $clk_io_pct] -clock clk0 $non_clock_inputs
set_output_delay [expr $clk_period * $clk_io_pct] -clock clk0 [all_outputs]
==> flow_summary.toml <==
# synthesis and place-and-route metrics
[status]
status = "finished clean"

[synth]
ys_ff = 22
synth_top_area_share_pct = 57.0
ys_cells = 78
xor_share_pct = 0.907
synthMuxAreaShare_pct = 16.6
syn_area_um2 = 966
async_reset_ff_share_pct = 100
ys.flop_type = "dfrtp_1"
ys_types = 14
synth.largest_area_cell = "dfrtp_1"
topCombFamilyByArea = "multiplexers"
simple_gate_area_share_pct = 9.07
fa_ha_area_share_pct = 0
edf_count = 0
syn_area_per_cell_um2 = 12.4
yosysMostFrequentCell = "dfrtp_1"
top_cells_by_area = "dfrtp_1 (57%), mux2i_1 (17%), o21ai_2 (7.3%)"
yosysChipArea_um2 = 966
netlist_instances = 78
yosysWarnings = 1
compound_area_share_pct = 11.8
postSynthSeqShare_pct = 57.0
common_cells = "dfrtp_1 (22), mux2i_1 (16), nand2_1 (15), o21ai_2 (8), o21ai_0 (6)"

[worst_hold_path]
hold_path_end = "bck_reg[2]"
holdCritStartpoint = "bck_reg[1]"
hold_path_class = "flip-flop to flip-flop"
min_path_cells = 0

[final_timing]
rsz0062_at_grt = "false"
min_period_ps = 1980
fmax_ghz = 0.504
clock_skew_ps = 4.57
setup_violations = 0
hold_violations = 0
relSlewSlack_pct = 77.2
period_used_pct = 46.1
finalSetupTns_ps = 0
maxSlewViolCount = 0
worst_pin_slew_ps = 341

[route]
wl_per_cell_um = 10.8
vias = 599
vias_per_cell = 3.38
ant_nets = 0
drt_iter0_drc = 40
drc = 0
antenna_cells = 0
routed_wl_um = 1910
dr.pass1.iters = 2

[global_route]
grtUsageTotal_pct = 3.86
grt_busiest_layer = "met2"
grt_max_degree = 34
first_global_vias = 682
met3_usage_pct = 1.36
grt_pass1_wl_um = 3240
grtUsageMet2_pct = 6.02
met1_usage_pct = 5.07
overflow = 0
antenna_found_initial = 0

[power]
p_sw_w = 0.000112
seqPwrFrac_pct = 52.8
power.internal_w = 0.000354
switching_share_pct = 24.0
clkPwrFrac_pct = 30.9
power_leakage_nw = 0.505
p_per_area_nw_per_um2 = 358
ir_drop_mv = 0.0961
comb_power_share_pct = 16.3

[clocking]
cts.path.max_buffers = 2
post_cts_resized = 0
cts_sinks = 22
cts_hold_buf = 0
tritoncts = "done"
cts_buffers = 3
cts_htree_levels = 1
cts_setup_buffers = 0
clk_pin_slew_ps = 70
cts_root_buffer = "clkbuf_8"
insertion_delay_ps = 260

[final_layout]
area_growth_pct = 34.8
fillerInstances = 700
largest_reg_flops = 17
drive_gt1_share_pct = 17.0
postLayoutCellArea_um2 = 1300
final_util_pct = 20.2

[critical_path]
reg2reg_from = "bck_reg[1]"
path_max_fanout = 33
rrSetupSlack_ps = 2860
worstPathArrival_ps = 2130
rr_worst_depth = 4
rr_endpoint = "data_reg[5]"
cp-start-kind = "input pin"
required_ps = 4440
worstSetupEndpointType = "flip-flop"
critPathKind = "input pin to flip-flop"

[flow_run]
drv_cap = 0
warning_count = 25

[placement]
gp_congestion = 0.720
hpwl_um = 1410
placed_area_um2 = 1250
numPortBuffers = 20

[floorplanning]
die_w_um = 102
chip_area_um2 = 10400
die_y_um = 102
fp_util_pct = 15.0
core_area_um2 = 6460
io_pins = 21
row_count = 29
through the flow:
stage / setup slack, ps / total power, W / std cells / hold slack (ps)
final: 2320 / 0.000466 / 177 / 432
after global routing: 2210 / 0.000493 / 177 / 447
after CTS: 2290 / 0.000472 / 177 / 436
after detailed placement: 2020 / 0.000327 / 173 / 419
after global placement: 2060 / 0.000325 / 173 / 412
after floorplan: 2650 / 0.000295 / 78 / 408
final cells by class:
| class | instances | area [um2] | area share (%) |
|---|---|---|---|
| Sequential cell | 22 | 551 | 42.3 |
| Multi-Input combinational cell | 51 | 378 | 29.0 |
| Timing Repair Buffer | 23 | 223 | 17.1 |
| Tap cell | 77 | 96.3 | 7.40 |
| Clock buffer | 4 | 55.1 | 4.23 |
power groups by stage:
stage / Combinational (W) / Sequential, W / Clock [W]
CTS: 0.0000775 / 0.000246 / 0.000149
global route: 0.0000860 / 0.000249 / 0.000157
finish: 0.0000758 / 0.000246 / 0.000144
placed cells by master (no fill, tap or decap), drive strengths merged:
cell and instances:
buf 3, clkdlybuf4s50 20, dfrtp 22, nor2 2
clkbuf 4, mux2i 16, o21ai 15, xor2 1
a22o 1, nand2 15, nor4b 1
how the worst max path moves through the flow:
stage     from     endpoint  slack [ps]  depth (start not counted)
6_report    ws  data_reg[0]        2320                          5
5_1_grt     ws  data_reg[0]        2210                          5
4_1_cts     ws  data_reg[0]        2290                          5
routing by layer:
layer	up-vias	wire length (um)
met5	-	0
met4	0	30
met3	4	109
met2	13	865
met1	270	907
li1	312	-
worst max-delay path, stage by stage:
cell             delay [ps]
clkdlybuf4s50_1         520
xor2_2                  130
buf_4                   330
nor2_1                   90
a22o_1                  190
cells by family after synthesis:
| logic type | count (synthesis) |
|---|---|
| compound gates | 16 |
| simple gates | 18 |
| flops | 22 |
| buf+inv | 5 |
| xor+xnor | 1 |
| mux | 16 |
Power figures rest on the tool's default switching activity, not on a simulated workload.
